$ cat design/flow/design.v
module adc_8bit(
	input clk_in,
	input rst_n_in,
	input adc_in,
	output adc_clk,
	output adc_csn,
	output [7:0]led,
	output [7:0]wr_data,
	output [8:0]wr_addr,
	output wr_en
);
	reg adc_clk;
	reg adc_csn;
	localparam ADC_PERIOD = 4'd12;
	reg [3:0]adc_count;
	reg [7:0]buffer;
	reg [15:0]mul_result;
	reg [7:0]bin_result;
	reg [6:0]state;
	reg [7:0]BCD;
	reg [7:0]led;
	wire [7:0]wr_data;
	wire [8:0]wr_addr;
	wire wr_en;
	volt_display volt_display_real(.clk_in(clk_in), .rst_n_in(rst_n_in),
	.BCD(BCD), .wr_en(wr_en), .wr_addr(wr_addr), .wr_data(wr_data));
	always@(posedge clk_in or negedge rst_n_in)
		begin
			if(!rst_n_in)
				begin
					adc_clk <= 1'b0;
					adc_count <= 4'b0;
				end
			else
				begin
					if(adc_count==ADC_PERIOD)
						begin
							adc_clk <= ~adc_clk;
							adc_count <= 4'b0;
						end
					else
						begin
							adc_count <= adc_count+1;
						end
				end
		end
	always@(posedge adc_clk or negedge rst_n_in)
		begin
			if(!rst_n_in)
				begin
					state <= 7'b0;
					buffer <= 8'b0;
					adc_csn <= 1'b1;
					BCD <= 8'h00;
					bin_result <= 8'b0;
					led <= 8'hff;
				end
			else
				case(state)
					7'd0: begin
							adc_csn <= 1'b0;
							state <= state+1;
						end
					7'd4: begin
							buffer[7] <= adc_in;
							state <= state+1;
						end
					7'd5: begin
							buffer[6] <= adc_in;
							state <= state+1;
						end
					7'd6: begin
							buffer[5] <= adc_in;
							state <= state+1;
						end
					7'd7: begin
							buffer[4] <= adc_in;
							state <= state+1;
						end
					7'd8: begin
							buffer[3] <= adc_in;
							state <= state+1;
						end
					7'd9: begin
							buffer[2] <= adc_in;
							state <= state+1;
						end
					7'd10: begin
							buffer[1] <= adc_in;
							state <= state+1;
						end
					7'd11: begin
							buffer[0] <= adc_in;
							state <= state+1;
							adc_csn <= 1'b1;
						end
					7'd12: begin
							state <= state+1;
						end
					7'd13: begin
							mul_result <= buffer*8'd132;
							state <= state+1;
						end
					7'd14: begin
							mul_result <= mul_result+16'd132;
							state <= state+1;
						end
					7'd15: begin
							bin_result[5:0] <= mul_result[15:10];
							state <= state+1;
						end
					7'd16: begin
							state <= state+1;
							case(bin_result)
								8'd10: BCD <= 8'h10;
								8'd11: BCD <= 8'h11;
								8'd12: BCD <= 8'h12;
								8'd13: BCD <= 8'h13;
								8'd14: BCD <= 8'h14;
								8'd15: BCD <= 8'h15;
								8'd16: BCD <= 8'h16;
								8'd17: BCD <= 8'h17;
								8'd18: BCD <= 8'h18;
								8'd19: BCD <= 8'h19;
								8'd20: BCD <= 8'h20;
								8'd21: BCD <= 8'h21;
								8'd22: BCD <= 8'h22;
								8'd23: BCD <= 8'h23;
								8'd24: BCD <= 8'h24;
								8'd25: BCD <= 8'h25;
								8'd26: BCD <= 8'h26;
								8'd27: BCD <= 8'h27;
								8'd28: BCD <= 8'h28;
								8'd29: BCD <= 8'h29;
								8'd30: BCD <= 8'h30;
								8'd31: BCD <= 8'h31;
								8'd32: BCD <= 8'h32;
								8'd33: BCD <= 8'h33;
								default: BCD <= bin_result;
							endcase
						end
					7'd100: begin
							led <= ~buffer;
							state <= 7'd0;
						end
					default: begin
							state <= state+1;
						end
				endcase
		end
endmodule
module volt_display(
	input clk_in,
	input rst_n_in,
	input [7:0]BCD,
	output wr_en,
	output [8:0]wr_addr,
	output [7:0]wr_data	
);
	reg [127:0]oled_num [9:0];
	reg [127:0]oled_O;
	reg [127:0]oled_L;
	reg [127:0]oled_E;
	reg [127:0]oled_A;
	reg [127:0]oled_D;
	reg [127:0]oled_C;
	reg [127:0]oled_dot;
	reg [127:0]oled_v;
	reg [7:0]wr_data;
	reg [8:0]wr_addr;
	reg wr_en;
	reg start;
	reg [6:0]index;
	reg [3:0]state;
	reg [1:0]loop_1;
	reg [4:0]loop_2;
	reg [1:0]loop_3;
	reg [8:0]add;
	reg [127:0]data_display;
	always@(posedge clk_in or negedge rst_n_in)
		begin
			if(!rst_n_in)
				begin
					start <= 1'b0;
					wr_en <= 1'b0;
					wr_data <= 8'b0;
					wr_addr <= 9'b0;					
					oled_num[0] <= 128'hF00FF81F081288114810F81FF00F0000;
					oled_num[1] <= 128'h000020103010F81FF81F001000100000;
					oled_num[2] <= 128'h101C181E08138811C810781830180000;
					oled_num[3] <= 128'h10081818881088108810F81F700F0000;
					oled_num[4] <= 128'h8001C00160013011F81FF81F00110000;
					oled_num[5] <= 128'hF808F818881088108811881F080F0000;
					oled_num[6] <= 128'hE00FF01F981088108810801F000F0000;
					oled_num[7] <= 128'h18001800081E081F8801F80078000000;
					oled_num[8] <= 128'h700FF81F881088108810F81F700F0000;
					oled_num[9] <= 128'h7000F810881088108818F80FF0070000;
					oled_O <= 128'hE007F00F181808101818F00FE0070000;
					oled_L <= 128'h0810F81FF81F081000100018001C0000;
					oled_E <= 128'h0810F81FF81F8810C8111818381C0000;
					oled_A <= 128'hC01FE01F300118013001E01FC01F0000;
					oled_D <= 128'h0810F81FF81F08101818F00FE0070000;
					oled_C <= 128'hE007F00F1818081008101818300C0000;
					oled_dot <= 128'h00000000000000180018000000000000;
					oled_v <= 128'h0000C007C00F00180018C00FC0070000;
					index <= 7'b0;
					state <= 4'b0;
					loop_1 <= 2'b0;
					loop_2 <= 5'b0;
					loop_3 <= 2'b0;
					data_display <= 128'b0;
					add <= 9'b0_0000_0001;
				end
			else
				if(!start)
					begin
						case(loop_1)
							2'd0: begin
									case(state)
										4'd0: begin
												data_display <= oled_O;
												wr_addr <= 9'd344;
												index <= 7'd0;
												state <= state+1;
												loop_1 <= loop_1+1;
												loop_2 <= 5'b0;
												add <= 9'b0_0000_0001;
											end
										4'd1: begin
												data_display <= oled_L;
												wr_addr <= 9'd336;
												index <= 7'd0;
												state <= state+1;
												loop_1 <= loop_1+1;
												add <= 9'b0_0000_0001;
											end
										4'd2: begin
												data_display <= oled_E;
												wr_addr <= 9'd328;
												index <= 7'd0;
												state <= state+1;
												loop_1 <= loop_1+1;
												add <= 9'b0_0000_0001;
											end
										4'd3: begin
												data_display <= oled_D;
												wr_addr <= 9'd320;
												index <= 7'd0;
												state <= state+1;
												loop_1 <= loop_1+1;
												add <= 9'b0_0000_0001;
											end
										4'd4: begin
												data_display <= oled_A;
												wr_addr <= 9'd304;
												index <= 7'd0;
												state <= state+1;
												loop_1 <= loop_1+1;
												add <= 9'b0_0000_0001;
											end
										4'd5: begin
												data_display <= oled_D;
												wr_addr <= 9'd296;
												index <= 7'd0;
												state <= state+1;
												loop_1 <= loop_1+1;
												add <= 9'b0_0000_0001;
											end
										4'd6: begin
												data_display <= oled_C;
												wr_addr <= 9'd288;
												index <= 7'd0;
												state <= state+1;
												loop_1 <= loop_1+1;
												add <= 9'b0_0000_0001;
											end
										4'd7: begin
												data_display <= oled_dot;
												wr_addr <= 9'd64;
												index <= 7'd0;
												state <= state+1;
												loop_1 <= loop_1+1;
												add <= 9'b0_0000_0001;
											end
										4'd8: begin
												data_display <= oled_v;
												wr_addr <= 9'd48;
												index <= 7'd0;
												state <= state+1;
												loop_1 <= loop_1+1;
												add <= 9'b0_0000_0001;
											end
										4'd9: begin
												state <= 4'd0;
												loop_1 <= 2'd0;
												loop_2 <= 5'd0;
												loop_3 <= 2'b0;
												index <= 7'd0;
												start <= 1'b1;
												add <= 9'b0_0000_0001;
											end
									endcase
								end
							2'd1: begin
									case(loop_2)
										5'd16: begin
												loop_2 <= 5'd0;
												loop_1 <= 2'd0;
												index <= 7'd0;
												add <= 9'b0_0000_0001;
											end
										default: begin
												case(loop_3)
													2'd0: begin
															wr_data[7] <= data_display[index];
															wr_data[6] <= data_display[index+1];
															wr_data[5] <= data_display[index+2];
															wr_data[4] <= data_display[index+3];
															wr_data[3] <= data_display[index+4];
															wr_data[2] <= data_display[index+5];
															wr_data[1] <= data_display[index+6];
															wr_data[0] <= data_display[index+7];
															wr_en <= 1'b1;
															add[0] <= ~add[0];
															loop_3 <= loop_3+1;
														end
													2'd1: begin
															loop_3 <= loop_3+1;
														end
													2'd2: begin
															wr_en <= 1'b0;
															loop_3 <= loop_3+1;
														end
													2'd3: begin
															wr_addr[7] <= wr_addr[7]+1;
															wr_addr[6:0] <= wr_addr[6:0]+add[6:0];
															index <= index+8;
															loop_3 <= loop_3+1;
															loop_2 <= loop_2+1;
														end
												endcase
											end
									endcase
								end
						endcase	
					end
				else
					begin
						case(loop_1)
							2'd0: begin
									data_display <= oled_num[BCD[7:4]];
									wr_addr <= 9'd72;
									add <= 1'b0;
									loop_1 <= loop_1+1;
									loop_2 <= 5'd0;
									loop_3 <= 2'd0;
									index <= 7'd0;
								end
							2'd1: begin
									case(loop_2)
										5'd16: begin
												loop_2 <= 5'd0;
												loop_1 <= loop_1+1;
												index <= 7'd0;
											end
										default: begin
												case(loop_3)
													2'd0: begin
															wr_data[7] <= data_display[index];
															wr_data[6] <= data_display[index+1];
															wr_data[5] <= data_display[index+2];
															wr_data[4] <= data_display[index+3];
															wr_data[3] <= data_display[index+4];
															wr_data[2] <= data_display[index+5];
															wr_data[1] <= data_display[index+6];
															wr_data[0] <= data_display[index+7];
															wr_en <= 1'b1;
															add[0] <= ~add[0];
															loop_3 <= loop_3+1;
														end
													2'd1: begin
															loop_3 <= loop_3+1;
														end
													2'd2: begin
															wr_en <= 1'b0;
															loop_3 <= loop_3+1;
														end
													2'd3: begin
															wr_addr[7] <= wr_addr[7]+1;
															wr_addr[6:0] <= wr_addr[6:0]+add[6:0];
															index <= index+8;
															loop_3 <= loop_3+1;
															loop_2 <= loop_2+1;
														end
												endcase
											end
									endcase
								end
								2'd2: begin
									data_display <= oled_num[BCD[3:0]];
									wr_addr <= 9'd56;
									add <= 1'b0;
									loop_1 <= loop_1+1;
									loop_2 <= 5'd0;
									loop_3 <= 2'd0;
									index <= 7'd0;
								end
								2'd3: begin
									case(loop_2)
										5'd16: begin
												loop_2 <= 5'd0;
												loop_1 <= loop_1+1;
												index <= 9'd0;
											end
										default: begin
												case(loop_3)
													2'd0: begin
															wr_data[7] <= data_display[index];
															wr_data[6] <= data_display[index+1];
															wr_data[5] <= data_display[index+2];
															wr_data[4] <= data_display[index+3];
															wr_data[3] <= data_display[index+4];
															wr_data[2] <= data_display[index+5];
															wr_data[1] <= data_display[index+6];
															wr_data[0] <= data_display[index+7];
															wr_en <= 1'b1;
															add[0] <= ~add[0];
															loop_3 <= loop_3+1;
														end
													2'd1: begin
															loop_3 <= loop_3+1;
														end
													2'd2: begin
															wr_en <= 1'b0;
															loop_3 <= loop_3+1;
														end
													2'd3: begin
															wr_addr[7] <= wr_addr[7]+1;
															wr_addr[6:0] <= wr_addr[6:0]+add[6:0];
															index <= index+8;
															loop_3 <= loop_3+1;
															loop_2 <= loop_2+1;
														end
												endcase
											end
									endcase
								end
						endcase
					end
		end
endmodule
$ cat design/flow/run.sh
#!/bin/bash
# OpenROAD 26Q1-2900-gdf79404cd8, Yosys 0.63+post, stock flow scripts
make -C /OpenROAD-flow-scripts/flow DESIGN_CONFIG=/design/flow/config.mk WORK_HOME=/design/flow/orfs finish
$ cat design/flow/config.mk
export PLATFORM = sky130hd
export DESIGN_NAME = adc_8bit
export DESIGN_NICKNAME = adc_8bit
export VERILOG_FILES = /design/flow/design.v
export SDC_FILE = /design/flow/constraint.sdc
export NUM_CORES = 4
export LEC_CHECK = 1
export CORE_UTILIZATION = 40
$ cat design/flow/constraint.sdc
current_design adc_8bit

set clk_period 9.2
set clk_io_pct 0.2

create_clock -name clk0 -period $clk_period [get_ports {clk_in}]

set non_clock_inputs [all_inputs -no_clocks]
set_input_delay [expr $clk_period * $clk_io_pct] -clock clk0 $non_clock_inputs
set_output_delay [expr $clk_period * $clk_io_pct] -clock clk0 [all_outputs]
==> reports/metrics.csv <==
metric,value,unit
run status,completed,
standby leakage power,4.74,nW
initial antenna violation count,0,
"Core Util, Final",43.3,%
count of endpoints without a timing constraint,73,
global route overflow,0,
tally of yosys warning messages,3,
Die Footprint,0.0299,mm²
number of global-route vias before repair,9745,
drt via density,6.06,
RSZ-0062 raised after global routing,false,
Post-DRT Antenna Nets,0,
Hold Path End,adc_count[0],
Hold Path Cell Cnt,1,
slew at the pin closest to its max-slew limit,823,ps
area growth from synthesis to layout,6.38,%
startpoint kind of the worst setup timing path,flop,
slowest library cell on the worst path,dfrtp_4,
cell class contributing the biggest share of worst-path delay,multiplexers,
Latency at later pin,360,ps
layout filler cell count,2821,
"non-filler cells, final",1731,
final HPWL from detailed placement,25000,µm
type of the worst min-delay path,flop to flop,
final-layout worst hold slack,487,ps
cell total in the yosys stat output,1381,
Critical Path End Type,flop,
Setup TNS Final,0,ps
drt pass-1 iters,6,
number of warnings the tools reported,41,
worst-case clock skew,10.3,ps
maximum vdd drop,0.0827,mV
number of register pins that no clock reaches,50,
count of buffer and inverter cells on the critical path,1,
Synth Seq Share,33.9,%
largest fanout on the critical path,51,
fraction of the core area occupied by cells at floorplan,40.7,%
minimum period implied by the final worst setup slack,3270,ps
Avg WL per Cell,20.1,µm
Port Buffers,30,
"Reg clk slew, reported paths",80,ps
worst reg2reg endpoint,volt_display_real.wr_data[2],
P per Cell Area,70.5,mW/mm²
most frequently used flop master after synthesis,dfrtp_1,
origin of the critical flop-to-flop path,volt_display_real.index[0],
number of hold-slack violations in the final timing report,0,
fin crit share,35.6,%
DR vias,10491,
slew margin rel.,45.0,%
chip area line of the yosys report,0.0117,mm²
count of standard-cell rows,62,
WP data arrival,3500,ps
post-CTS setup buffer count,0,
die outline height,173,µm
number of buffers inserted for hold repair after clock tree synthesis,0,
hold path startpoint,adc_count[2],
max incr delay on CP,860,ps
average instance area after synthesis,8.46,µm²
antenna cell count,0,
cell-by-cell trace of the critical path,"buf_4, mux2_2, mux4_2, nor2_1, a21oi_1, a2111oi_0, nor3_1",
number of pins with negative max-slew slack in the final report,0,
number of cells upsized or downsized after cts,0,
Worst Reg-to-Reg Cells,7,
"buffers from clock root to sink, at most",2,
remaining routing DRC violations,0,
flop2flop setup slack,5930,ps
Crit path required time,9420,ps
width of the chip,173,µm
Design Power,876,µW
Max H-tree Level,3,
clock tree from TritonCTS,yes,
top achievable clock speed,0.305,GHz
maximum number of pins on one net before global-route repair,70,
number of DRC markers in iteration 0,1178,
number of distinct library cells after synthesis,89,
critical path class,flop to flop,
count of max-cap constraint violations,0,
area of the mapped netlist,0.0117,mm²
total routing resource utilization after global routing,24.1,%
post-synth tally of flip-flops with integrated enable,14,
GP Congestion,1.01,
"Registers, synthesis",155,
Async SR Flop Fraction,91.0,%
Syn Inst Count,1381,
core region area,0.0287,mm²
Placed Cells,1715,
# setup viols final,0,
I/O pin count,31,
share of cells above drive strength 1,9.13,%
wire length reported by the detailed router,34800,µm
wire length of the first global-routing pass,55900,µm
CTS buffer count,9,
cell chosen for the clock root,clkbuf_16,
area by class of cell:
class,instances,area (µm²),area share [%]
clock buffers,9,225,1.81
clock inverters,7,80.1,0.645
inverters,28,105,0.846
multi-input cells,1095,7090,57.1
flip-flops and latches,155,3970,31.9
well taps,384,480,3.87
repair buffers,53,474,3.82
sequential cells by signal, summed over array words and instances, names as in the netlist:
name,count
BCD,6
led,8
mul_result,14
state,7
volt_display_real.wr_data,8
volt_display_real.state,4
volt_display_real.index,7
volt_display_real.loop_1,2
adc_count,4
volt_display_real.add,1
bin_result,6
buffer,8
volt_display_real.wr_addr,9
volt_display_real.wr_en,1
volt_display_real.data_display,60
adc_csn,1
volt_display_real.loop_3,2
volt_display_real.start,1
volt_display_real.loop_2,5
adc_clk,1
kinds of logic after synthesis:
kind of cell | share of synthesized area [%]
flops | 33.9
simple gates | 20.7
xor+xnor | 3.08
compound gates | 21.8
mux | 11.2
fa+ha+maj | 3.92
buf+inv | 5.43
cell usage after synthesis, types with 26 or more instances:
cell | instances | share of area [%]
a21oi_1 | 101 | 4.3
mux2i_1 | 53 | 4.5
nor2_1 | 164 | 5.3
a31oi_1 | 27 | 1.4
inv_1 | 26 | 0.84
buf_2 | 33 | 1.4
o21ai_0 | 99 | 4.2
nor3_1 | 33 | 1.4
nand3_1 | 43 | 1.8
clkbuf_1 | 44 | 1.4
dfrtp_1 | 131 | 28
nand2_1 | 135 | 4.3
mux2_2 | 40 | 3.9
ha_1 | 35 | 3.8
worst max-delay path by stage:
| stage | slack, ps | start | endpoint | cells past startpoint |
|---|---|---|---|---|
| CTS | 5970 | volt_display_real.index[0] | volt_display_real.wr_data[2] | 7 |
| global route | 5800 | volt_display_real.index[0] | volt_display_real.wr_data[2] | 7 |
| finish | 5930 | volt_display_real.index[0] | volt_display_real.wr_data[2] | 7 |
placed cells by master, fill, tap and decap left out, types with 14 or more instances in the layout:
cell             instances
inv_1                   26
xor2_1                  18
o211ai_1                16
ha_1                    35
and2_1                  15
mux2_2                  40
buf_4                   23
dfrtp_1                128
nor2b_1                 23
nand2b_1                20
nand3_1                 43
a31oi_1                 27
edfxtp_1                14
a211oi_1                17
nand2_1                134
nor2_1                 164
mux2i_1                 53
xnor2_1                 23
nor3_1                  32
a21oi_1                101
clkdlybuf4s50_1         29
and3_1                  16
o21ai_0                 99
stage by stage:
step | cell area, µm² | setup slack, ps
2_1_floorplan | 11700 | 6490
3_3_place_gp | 12100 | 5990
3_5_place_dp | 12100 | 6000
4_1_cts | 12400 | 5970
5_1_grt | 12400 | 5800
6_report | 12400 | 5930
power by group:
group | internal [mW] | switching (mW)
Sequential | 0.461 | 0
Clock | 0.196 | 0.205
Combinational | 0.00139 | 0.0125
layer usage:
metal / wire length (µm) / GRT usage, % / vias up
li1: - / - / 4985
met1: 15800 / 37.7 / 5030
met2: 15300 / 35.6 / 405
met3: 2350 / 3.75 / 71
met4: 1320 / 6.97 / 0
met5: 0 / 0 / -
Power is estimated from default activity; no workload was simulated.
