$ cat flow/design.v
module spi_oled(
	input clk_in,
	input rst_n_in,
	input [7:0]rd_data,
	output oled_csn,
	output oled_rst,
	output oled_dcn,
	output oled_clk,
	output oled_dat,
	output [8:0]rd_addr,
	output rd_en
);
	localparam SPI_CLK = 5'd30;
	reg [4:0]count_spi;
	reg clk_spi;
	reg [4:0] count_spi;
	assign oled_rst = rst_n_in;
	wire oled_csn;
	reg oled_dcn;
	reg oled_clk;
	wire oled_dat;
	reg spi_csn;
	reg rd_en;
	reg [8:0]rd_addr;
	localparam PERIOD = 18'd200_000;
	reg [7:0]count_sys;
	reg [7:0]cmd_test;
	reg led;
	reg start;
	write_8bit write_byte(
		.csn_in(spi_csn),
		.clk(clk_spi),
		.data_in(cmd_test),
		.data_out(oled_dat),
		.csn_out(oled_csn)
	);	
	always@(posedge clk_in or negedge rst_n_in)
		begin
			if(!rst_n_in)
				begin
					clk_spi <= 1'b0;
					count_spi <= 5'b0;
					oled_clk <= 1'b1;
				end
			else
				begin
					if(count_spi==SPI_CLK)
						begin
							count_spi <= 5'b0;
							clk_spi <= ~clk_spi;
							oled_clk <= ~oled_clk;
						end
					else
						begin
							count_spi <= count_spi+1;
						end
				end
		end
	reg [1:0]count_loop_1;
	reg [3:0]count_loop_2;
	reg [7:0]page_addr;
	always@(posedge clk_spi or negedge rst_n_in)
		begin
			if(!rst_n_in)
				begin
					count_sys <= 8'b0;
					spi_csn <= 1'b1;
					oled_dcn <= 1'b0;
					cmd_test <= 8'hAE;
					led <= 1'b0;
					start <= 1'b0;
					count_loop_1 <= 2'b0;
					count_loop_2 <= 4'b0;
					page_addr <= 8'hB0;
					rd_addr <= 9'b0;
					rd_en <= 1'b0;
				end
			else
				case(start)
					1'b0: begin
						case(count_sys)
							8'd0:  begin
									count_sys <= count_sys+1;
									spi_csn <= 1'b0;
									oled_dcn <= 1'b0;
								end
							8'd8:  begin
									count_sys <= count_sys+1;
									spi_csn <= 1'b1;
									oled_dcn <= 1'b0;
									cmd_test <= 8'hA8;
								end
							8'd10:  begin
									count_sys <= count_sys+1;
									spi_csn <= 1'b0;
									oled_dcn <= 1'b0;
								end
							8'd18:  begin
									count_sys <= count_sys+1;
									spi_csn <= 1'b1;
									oled_dcn <= 1'b0;
									cmd_test <= 8'h1F;
								end
							8'd20:  begin
									count_sys <= count_sys+1;
									spi_csn <= 1'b0;
									oled_dcn <= 1'b0;
								end
							8'd28:  begin
									count_sys <= count_sys+1;
									spi_csn <= 1'b1;
									oled_dcn <= 1'b0;
									cmd_test <= 8'hDA;
								end
							8'd30:  begin
									count_sys <= count_sys+1;
									spi_csn <= 1'b0;
									oled_dcn <= 1'b0;
								end
							8'd38:  begin
									count_sys <= count_sys+1;
									spi_csn <= 1'b1;
									oled_dcn <= 1'b0;
									cmd_test <= 8'h02;
								end
							8'd40:  begin
									count_sys <= count_sys+1;
									spi_csn <= 1'b0;
									oled_dcn <= 1'b0;
								end
							8'd48:  begin
									count_sys <= count_sys+1;
									spi_csn <= 1'b1;
									oled_dcn <= 1'b0;
									cmd_test <= 8'h8D;
								end
							8'd50:  begin
									count_sys <= count_sys+1;
									spi_csn <= 1'b0;
									oled_dcn <= 1'b0;
								end
							8'd58:  begin
									count_sys <= count_sys+1;
									spi_csn <= 1'b1;
									oled_dcn <= 1'b0;
									cmd_test <= 8'h14;
								end
							8'd60:  begin
									count_sys <= count_sys+1;
									spi_csn <= 1'b0;
									oled_dcn <= 1'b0;
								end
							8'd68:  begin
									count_sys <= count_sys+1;
									spi_csn <= 1'b1;
									oled_dcn <= 1'b0;
									cmd_test <= 8'hAF;
								end
							8'd70:  begin
									count_sys <= count_sys+1;
									spi_csn <= 1'b0;
									oled_dcn <= 1'b0;
								end
							8'd78:  begin
									count_sys <= count_sys+1;
									spi_csn <= 1'b1;
									oled_dcn <= 1'b0;
								end
							8'd80: begin
									start <= start+1;
									count_sys <= 8'b0;
								end
							default: begin
									count_sys <= count_sys+1;
								end
						endcase
					end
				1'b1: begin
						case(count_loop_1)
							2'd0: begin
									case(count_loop_2)
										4'd0: begin
												cmd_test <= page_addr;
												spi_csn <= 1'b0;
												oled_dcn <= 1'b0;
												count_loop_2 <= count_loop_2+1;
											end
										4'd8: begin
												spi_csn <= 1'b1;
												count_loop_2 <= count_loop_2+1;
											end
										4'd10: begin
												count_loop_1 <= count_loop_1+1;
												count_loop_2 <= 4'd0;
											end
										default: begin
												count_loop_2 <= count_loop_2+1;
											end
									endcase
								end
							2'd1: begin
									case(count_loop_2)
										4'd0: begin
												cmd_test <= 8'h00;
												spi_csn <= 1'b0;
												oled_dcn <= 1'b0;
												count_loop_2 <= count_loop_2+1;
											end
										4'd8: begin
												spi_csn <= 1'b1;
												count_loop_2 <= count_loop_2+1;
											end
										4'd10: begin
												count_loop_1 <= count_loop_1+1;
												count_loop_2 <= 4'd0;
											end
										default: begin
												count_loop_2 <= count_loop_2+1;
											end
									endcase
								end
							2'd2: begin
									case(count_loop_2)
										4'd0: begin
												cmd_test <= 8'h10;
												spi_csn <= 1'b0;
												oled_dcn <= 1'b0;
												count_loop_2 <= count_loop_2+1;
											end
										4'd8: begin
												spi_csn <= 1'b1;
												count_loop_2 <= count_loop_2+1;
											end
										4'd10: begin
												count_loop_1 <= count_loop_1+1;
												count_loop_2 <= 4'd0;
												rd_addr[6:0] <= 7'b0;
											end
										default: begin
												count_loop_2 <= count_loop_2+1;
											end
									endcase
								end
							2'd3: begin
									case(count_sys)
										8'd128: begin
												count_sys <= 8'd0;
												page_addr[1:0] <= page_addr[1:0]+1;
												rd_addr[8:7] <= rd_addr[8:7]+1;
												rd_addr[6:0] <= 7'b0;
												count_loop_1 <= count_loop_1+1;
											end
										default: begin
												case(count_loop_2)
													4'd0: begin
															rd_en <= 1'b1;
															count_loop_2 <= count_loop_2+1;
														end
													4'd1: begin
															cmd_test <= rd_data;
															spi_csn <= 1'b0;
															oled_dcn <= 1'b1;
															count_loop_2 <= count_loop_2+1;
														end
													4'd9: begin
															spi_csn <= 1'b1;
															rd_en <= 1'b0;
															rd_addr[6:0] <= rd_addr[6:0]+1;
															count_loop_2 <= count_loop_2+1;
														end
													4'd10: begin
															count_sys <= count_sys+1;
															count_loop_2 <= 4'd0;
														end
													default: begin
															count_loop_2 <= count_loop_2+1;
														end
												endcase
											end
									endcase
								end
						endcase
					end
				endcase
		end
endmodule
module write_8bit(
	input csn_in,
	input clk,
	input [7:0]data_in,
	output data_out,
	output csn_out
);
	reg csn_out;
	reg data_out;
	reg [3:0]state;
	always@(posedge clk)
		begin
			if(csn_in)
				begin
					csn_out <= 1'b1;
					data_out <= 1'b0;
					state <= 4'b0;
				end
			else
				case(state)
					4'd0: begin
							csn_out <= 1'b0;
							data_out <= data_in[7];
							state <= state+1;
						end
					4'd1: begin
							data_out <= data_in[6];
							state <= state+1;
						end
					4'd2: begin
							data_out <= data_in[5];
							state <= state+1;
						end
					4'd3: begin
							data_out <= data_in[4];
							state <= state+1;
						end
					4'd4: begin
							data_out <= data_in[3];
							state <= state+1;
						end
					4'd5: begin
							data_out <= data_in[2];
							state <= state+1;
						end
					4'd6: begin
							data_out <= data_in[1];
							state <= state+1;
						end
					4'd7: begin
							data_out <= data_in[0];
							state <= state+1;
						end
					4'd8: begin
							csn_out <= 1'b1;
						end
				endcase
		end
endmodule
$ cat flow/run.sh
#!/bin/bash
# OpenROAD 26Q1-2900-gdf79404cd8, Yosys 0.63+post, stock flow scripts
make -C /OpenROAD-flow-scripts/flow DESIGN_CONFIG=/design/flow/config.mk WORK_HOME=/design/flow/orfs finish
$ cat flow/config.mk
export PLATFORM = sky130hd
export DESIGN_NAME = spi_oled
export DESIGN_NICKNAME = spi_oled
export VERILOG_FILES = /design/flow/design.v
export SDC_FILE = /design/flow/constraint.sdc
export NUM_CORES = 4
export LEC_CHECK = 1
export CORE_UTILIZATION = 50
$ cat flow/constraint.sdc
current_design spi_oled

set clk_period 2.4
set clk_io_pct 0.2

create_clock -name clk0 -period $clk_period [get_ports {clk_in}]

set non_clock_inputs [all_inputs -no_clocks]
set_input_delay [expr $clk_period * $clk_io_pct] -clock clk0 $non_clock_inputs
set_output_delay [expr $clk_period * $clk_io_pct] -clock clk0 [all_outputs]
==> run notes <==
The number of buffers added for setup after CTS came out at 0. The run finished with clean final reports. The kind of cell with the highest combined delay on the critical path is flip-flops.

Across the VDD grid, the largest voltage drop is 0.000304 V. Worst setup path startpoint: oled_clk$_DFFE_PN1N_. The class of the tightest hold or removal check was primary input to async pin.

The peak fanout along the critical path is 2. Row generation in the floorplan step produced 28 rows. After layout, the setup clock skew is reported as 0.00215 ns. Setup repair after global routing left no endpoint under its margin.

The synthesized design contains 50 register bits. The chip occupies 6430 µm². The CTS H-tree depth is 1. The tool flagged a number of max-cap violations equal to 0. The required time at the worst endpoint is listed as 1.92 ns. For this run, the number of standard cells in the final layout without fillers is 411.

Total congestion overflow: 0. Registers take 1230 µm². The script extracted a total leakage power of 1.44 nW. The worst setup path is captured at an output port.

With the routed via count divided by cell count at 5.55, the die outline height is 80.2 µm. The run gives 10.4% for the proportion of layout cells with a drive suffix above 1. The number of cells on the worst reg-to-reg path is 4. The number of input and output port buffers inserted is 24.

With the maximum number of pins on one net before global-route repair at 45, the synthesis area per yosys is 3060 µm². According to the timing report, the critical path is captured at oled_clk. Delay of the slowest critical-path stage: 0.53 ns. Setup slack on the critical path of the routed design comes to 0.710 ns. RePlAce ended its routability-driven mode at a weighted congestion of 0.841. Summed over all routing layers, the global router reports a total usage of 20.9%. For this design the top-level I/O count stands at 25. The core area is 5920 µm². STA classifies the critical path startpoint as a flop. Initial cell density of the core: 51.6%.

The tools report the relative slew slack as 54.3%. Summing every instance area after synthesis gives 3060 µm². After layout, the worst path uses 70.4% of the clock period. The tightest hold path in the finished design has a slack of 0.390 ns. Signal nets in the final route climb as high as met4. The DRC violation total left in the routed layout is recorded as 0. The detailed route wirelength on metal3 came out at 98 µm. The script logs the mean routed wire length per placed instance as 14.7 µm. Clock tree synthesis selected as its root buffer the cell clkbuf_8.

Summing over the stages, the warning tally comes to 34. Routed wire length: 6040 µm. The first detailed-routing pass ran for 8 iterations. The detailed-routed wire length on met2 came out at 2680 µm. The flow reports an fmax of 0.592 GHz. With the number of resized instances in the post-cts repair step at 0, the worst-margin pin slew is 0.685 ns.

Adding up every negative setup slack in the final design gives 0 ns. Average footprint of a synthesized cell: 9.47 µm². The final antenna-violating net count is 0, and the number of filler instances in the final layout is 548.

For the final number of max-transition violations, the log shows 0. The critical path in this run is classified as flop to output port. The portion of the post-synthesis area used by sequential elements was 40.2%.

In this run the register-to-register setup slack is 1.17 ns. STA puts the critical path data arrival time at 1.21 ns. 56 endpoints have no timing constraint. The number of hold buffers added after CTS was 0.

Routed length on met1: 3250 µm. Yosys printed 2 warnings. Yosys mapped the design onto 61 distinct sky130hd cell types. The critical path goes through clkdlybuf4s50_1. Note, the detailed placer reported a final HPWL of 4360 µm.

Clock-pin slew on the worst setup and hold paths: 0.04 ns. For this block, the via count after detailed routing is 2279. TritonCTS built the clock tree. Cell with the largest stage delay on the worst path: dfstp_2. With the proportion of synthesized flip-flops having asynchronous set or reset at 88.0%, the violation count after the first detailed-route iteration is 59. The run gives 1 for the worst path buffer plus inverter count.

Timing analysis after detailed placement gives a worst setup slack of 0.863 ns. STA lists the startpoint of the worst register-to-register path as count_spi[0]$_DFF_PN0_. The worst path in the final design needs a cycle of 1.69 ns, including I/O delays and setup. The capture point of the worst reg-to-reg path is oled_clk$_DFFE_PN1N_. The number of antenna violations at the first check in global routing was 0. The number of global-route vias before repair is 2206, and the area overhead of the layout relative to synthesis is 9.82%. Summing all multi-input logic gate instances after layout gives 1660 µm². The run gives 0.23 ns as the clock latency at the later pin of the worst-skew pair.

The run gives 3 for the number of buffers created by CTS. The script computed a power per unit cell area of 93.5 nW/µm². Hold-check failures listed in the final report amount to 0. Counting flops with a built-in enable in the synthesized netlist gives 0. After detailed placement, the design holds a cell count of 407. The count of unclocked register or latch pins was 43; the cell depth of the worst setup path was 1.

Per the post-synthesis report, the number of cells in the design is 323. The tools report the buffer levels on the longest clock path as 2. The tools report the number of antenna repair diodes as 0.

Looking at the cell usage after synthesis, the top flip-flop cell is dfrtp_1. In the Yosys report the total cell count is 323. Measured along the x axis, the die boundary spans 80.2 µm.

Global-route wire length before repair: 10400 µm. The end-of-flow timing check tallies setup violations at 0.
-- metal layers --
layer | track usage [%] | up-vias
li1 | - | 1190
met1 | 35.2 | 1058
met2 | 33.2 | 27
met3 | 0.461 | 4
met4 | 0.714 | 0
met5 | 0 | -
-- worst min-delay path by stage --
| stage | slack (ns) | cells past startpoint | to | from |
|---|---|---|---|---|
| 4_1_cts | 0.42 | 2 | count_spi[4]$_DFF_PN0_ | rst_n_in |
| 5_1_grt | 0.46 | 2 | count_spi[2]$_DFF_PN0_ | rst_n_in |
| 6_report | 0.39 | 2 | count_spi[3]$_DFF_PN0_ | rst_n_in |
-- state kept, by name, indices dropped and copies added (netlist names), 2 cells and up --
| signal | cells |
|---|---|
| count_spi | 5 |
| count_sys | 8 |
| write_byte.state | 4 |
| rd_addr | 9 |
| count_loop_2 | 4 |
| cmd_test | 8 |
| page_addr | 2 |
| count_loop_1 | 2 |
-- cells in the final DEF, fill, tap and decap left out, types with 4 or more instances in the layout --
cell / count
dfrtp_1: 37
nor2_1: 31
nand2_1: 31
clkdlybuf4s50_1: 23
inv_1: 21
o21ai_0: 16
a21oi_1: 14
ha_1: 14
nand3_1: 13
xnor2_1: 11
xor2_1: 10
nand4_1: 7
dfstp_2: 7
mux2i_1: 6
dfxtp_1: 6
and3_1: 5
nor4bb_1: 5
mux2_4: 5
a22oi_1: 4
-- through the flow --
step	utilization [%]	area, µm²	power [mW]
3_3_place_gp	56.0	3310	0.154
3_5_place_dp	56.0	3310	0.154
4_1_cts	56.7	3360	0.321
5_1_grt	56.7	3360	0.326
6_report	56.7	3360	0.314
2_1_floorplan	-	3060	0.122
-- cell usage after synthesis (all sizes together), types with 2 or more instances --
cell type,count,area [µm²]
o221a,2,22.5
nor2,31,116
a21oi,15,78.8
a211oi,4,35.0
dfstp,7,184
inv,21,78.8
a32oi,2,17.5
o21a,3,22.5
o21ai,19,103
nor4bb,5,50.1
mux2,8,109
xnor2,11,96.3
dfxtp,6,120
mux2i,6,60.1
a41oi,3,26.3
xor2,10,87.6
nand3,13,65.1
ha,14,175
nand4,7,43.8
o2bb2ai,2,17.5
nor3,3,15.0
dfrtp,37,926
a22oi,4,30.0
a21o,2,15.0
a211o,2,17.5
nor4b,5,65.1
and4bb,2,25.0
clkbuf,8,30.0
o22a,2,18.8
nor4,3,33.8
a41o,2,20.0
nand2b,2,12.5
buf,9,58.8
or3,2,12.5
and3,5,31.3
nor3b,3,27.5
nand2,31,116
a31oi,2,12.5
-- layout make-up --
type / count / area share [%]
inverter: 21 / 2.35
clock buffer: 4 / 1.34
timing repair buffer: 26 / 7.45
multi-input combinational: 235 / 49.4
sequential: 50 / 36.6
tap: 75 / 2.79
-- cell families after synthesis --
group / after synthesis / share of synthesized area [%]
compound gates: 71 / 16.2
flops: 50 / 40.2
fa+ha+maj: 14 / 5.73
buf+inv: 38 / 5.48
mux: 14 / 5.52
xor+xnor: 21 / 6.01
simple gates: 115 / 20.8
-- power breakdown --
part	leakage [nW]	internal (mW)	total, mW	switching (mW)
registers	0.623	0.119	0.119	0
logic	0.796	0.0143	0.0314	0.0171
clock network	0.0228	0.115	0.164	0.0490
Power and IR drop assume default switching activity.
